### flow/run.sh
#!/bin/bash
# OpenROAD 26Q1-2900-gdf79404cd8, Yosys 0.63+post, stock flow scripts
make -C /OpenROAD-flow-scripts/flow DESIGN_CONFIG=/design/flow/config.mk WORK_HOME=/design/flow/orfs finish
### flow/design.v
module ram( data,
            addr,
            ena,
            read,
            write
            );
    inout [7:0] data;
    input [9:0] addr;
    input ena;
    input read;
    input write;
    reg [7:0] ram [10'h3ff:0];
    assign data = ( read && ena )? ram[addr] : 8'hzz;
    always @(posedge write) begin
        ram[addr]<=data;
    end
endmodule
### flow/constraint.sdc
current_design ram

set clk_period 86.3
set clk_io_pct 0.2

create_clock -name clk0 -period $clk_period [get_ports {write}]

set non_clock_inputs [all_inputs -no_clocks]
set_input_delay [expr $clk_period * $clk_io_pct] -clock clk0 $non_clock_inputs
set_output_delay [expr $clk_period * $clk_io_pct] -clock clk0 [all_outputs]
### flow/config.mk
export PLATFORM = sky130hd
export DESIGN_NAME = ram
export DESIGN_NICKNAME = ram
export VERILOG_FILES = /design/flow/design.v
export SDC_FILE = /design/flow/constraint.sdc
export NUM_CORES = 4
export LEC_CHECK = 1
export CORE_UTILIZATION = 40
export SYNTH_MEMORY_MAX_BITS = 65536
==> results.py <==
# Metrics from the implementation run
metrics = {
    "synthesis": {
        "synthMostInstantiatedCell": "sky130_fd_sc_hd__edfxtp_1",
        "synth_area_leader_cell": "sky130_fd_sc_hd__edfxtp_1",
        "synth.cell_area_mm2": 0.317,
        "yosys_most_used_dff": "sky130_fd_sc_hd__edfxtp_1",
        "ys_seq_share_pct": 77.7,
        "yosysChipArea_mm2": 0.317,
        "synth.ff_latch_count": 8192,
        "yosys_warnings": 2,
        "netlist_top_cells_count": "sky130_fd_sc_hd__edfxtp_1 (8192), sky130_fd_sc_hd__mux2i_1 (2759), sky130_fd_sc_hd__nor2_1 (1517)",
        "post_synth_num_cell_types": 63,
        "syn-mean-instance-area_um2": 18.8,
        "post-synth-top-area-fraction_pct": 77.7,
        "synth-edff-count": 8192,
        "async_flop_share_pct": 0,
        "number_of_cells_produced_by_synthesis": 16815,
        "ys_cells": 16815,
        "ys_top_cells_by_area": "sky130_fd_sc_hd__edfxtp_1 (78%), sky130_fd_sc_hd__mux2i_1 (8.7%), sky130_fd_sc_hd__mux4_2 (5.2%)",
    },
    "floorplan": {
        "total_number_of_placement_rows": 326,
        "die.size.x_um": 892,
        "fp.dieH_um": 892,
        "io_pins": 21,
        "floorplan.initialDensity_pct": 40.1,
    },
    "placement": {
        "placement.io_buffers": 10,
        "gp_routability_congestion": 0.930,
        "detailedPlacementHpwl_um": 539000,
        "placed_area_mm2": 0.330,
        "placed_cells": 26843,
    },
    "clock_network": {
        "max_clock_buf_depth": 4,
        "cts_post_setup_buffers_inserted": 0,
        "cts_inserted_buffers": 802,
        "ctsRootBufferMaster": "sky130_fd_sc_hd__clkbuf_16",
        "clkSinkCount": 8192,
        "cts-resized-gates": 0,
        "ctsHtreeMaxLevel": 6,
        "cts_hold_repair.buffers": 0,
    },
    "run_status": {
        "run_status": "stopped before the end",
        "haltStage": "4_1_cts",
        "flow.first_error": "[error] [KeplerFormal.cpp:679] Workflow failed: Iso has multiple drivers: .data0, place1258.X0",
    },
}
==> kinds of logic after synthesis <==
logic type	share of synthesized area [%]
muxes	14.0
DFF	77.7
and+or+nand+nor	3.04
AOI/OAI and AO/OA	3.67
buffers and inverters	1.58
==> metrics by stage <==
stage / power (mW) / setup WS [ns]
floorplan: 5.18 / 34.57
detailed placement: 5.29 / 44.38
global placement: 5.27 / 44.40
Power is estimated from default activity; no workload was simulated.
